### design.v
`timescale 1ns / 1ps
module exe_stage(
  input wire rst,
  input wire [4 : 0]inst_type_i,
  input wire [7 : 0]inst_opcode,
  input wire [63 : 0]op1,
  input wire [63 : 0]op2,
  output wire [4 : 0]inst_type_o,
  output reg  [63 : 0]rd_data
);
assign inst_type_o = inst_type_i;
always@( * )
begin
  if( rst == 1'b1 )
  begin
    rd_data = 64'h00000000_00000000;
  end
  else
  begin
    case( inst_opcode )
	  8'h11: begin rd_data = op1 + op2;  end
	  default:   begin rd_data = 64'h00000000_00000000; end
	endcase
  end
end
endmodule
`timescale 1ns / 1ps
module id_stage(
  input wire rst,
  input wire [31 : 0]inst,
  input wire [63 : 0]rs1_data,
  input wire [63 : 0]rs2_data,
  output wire rs1_r_ena,
  output wire [4 : 0]rs1_r_addr,
  output wire rs2_r_ena,
  output wire [4 : 0]rs2_r_addr,
  output wire rd_w_ena,
  output wire [4 : 0]rd_w_addr,
  output wire [4 : 0]inst_type,
  output wire [7 : 0]inst_opcode,
  output wire [63 : 0]op1,
  output wire [63 : 0]op2
);
wire [6  : 0]opcode;
wire [4  : 0]rd;
wire [2  : 0]func3;
wire [4  : 0]rs1;
wire [11 : 0]imm;
assign opcode = inst[6  :  0];
assign rd     = inst[11 :  7];
assign func3  = inst[14 : 12];
assign rs1    = inst[19 : 15];
assign imm    = inst[31 : 20];
wire inst_addi =   ~opcode[2] & ~opcode[3] & opcode[4] & ~opcode[5] & ~opcode[6]                
                 & ~func3[0] & ~func3[1] & ~func3[2];
assign inst_type[4] = ( rst == 1'b1 ) ? 0 : inst_addi;
assign inst_opcode[0] = (  rst == 1'b1 ) ? 0 : inst_addi;
assign inst_opcode[1] = (  rst == 1'b1 ) ? 0 : 0;
assign inst_opcode[2] = (  rst == 1'b1 ) ? 0 : 0;
assign inst_opcode[3] = (  rst == 1'b1 ) ? 0 : 0;
assign inst_opcode[4] = (  rst == 1'b1 ) ? 0 : inst_addi;
assign inst_opcode[5] = (  rst == 1'b1 ) ? 0 : 0;
assign inst_opcode[6] = (  rst == 1'b1 ) ? 0 : 0;
assign inst_opcode[7] = (  rst == 1'b1 ) ? 0 : 0;
assign rs1_r_ena  = ( rst == 1'b1 ) ? 0 : inst_type[4];
assign rs1_r_addr = ( rst == 1'b1 ) ? 0 : ( inst_type[4] == 1'b1 ? rs1 : 0 );
assign rs2_r_ena  = 0;
assign rs2_r_addr = 0;
assign rd_w_ena   = ( rst == 1'b1 ) ? 0 : inst_type[4];
assign rd_w_addr  = ( rst == 1'b1 ) ? 0 : ( inst_type[4] == 1'b1 ? rd  : 0 );
assign op1 = ( rst == 1'b1 ) ? 0 : ( inst_type[4] == 1'b1 ? rs1_data : 0 );
assign op2 = ( rst == 1'b1 ) ? 0 : ( inst_type[4] == 1'b1 ? { {52{imm[11]}}, imm } : 0 );
endmodule
`timescale 1ns / 1ps
module if_stage(
  input wire clk,
  input wire rst,
  output wire [63 : 0]inst_addr,
  output wire         inst_ena
);
reg [63 : 0]pc;
always@( posedge clk )
begin
  if( rst == 1'b1 )
  begin
    pc <= 64'h00000000_00000000 ;
  end
  else
  begin
    pc <= pc + 4;
  end
end
assign inst_addr = pc;
assign inst_ena  = ( rst == 1'b1 ) ? 0 : 1;
endmodule
`timescale 1ns / 1ps
module regfile(
    input  wire clk,
	input  wire rst,
	input  wire  [4  : 0] w_addr,
	input  wire  [63 : 0] w_data,
	input  wire 		  w_ena,
	input  wire  [4  : 0] r_addr1,
	output reg   [63 : 0] r_data1,
	input  wire 		  r_ena1,
	input  wire  [4  : 0] r_addr2,
	output reg   [63 : 0] r_data2,
	input  wire 		  r_ena2
    );
	reg [63 : 0] 	regs[0 : 31];
	always @(posedge clk) 
	begin
		if ( rst == 1'b1 ) 
		begin
			regs[ 0] <= 64'h00000000_00000000;
			regs[ 1] <= 64'h00000000_00000000;
			regs[ 2] <= 64'h00000000_00000000;
			regs[ 3] <= 64'h00000000_00000000;
			regs[ 4] <= 64'h00000000_00000000;
			regs[ 5] <= 64'h00000000_00000000;
			regs[ 6] <= 64'h00000000_00000000;
			regs[ 7] <= 64'h00000000_00000000;
			regs[ 8] <= 64'h00000000_00000000;
			regs[ 9] <= 64'h00000000_00000000;
			regs[10] <= 64'h00000000_00000000;
			regs[11] <= 64'h00000000_00000000;
			regs[12] <= 64'h00000000_00000000;
			regs[13] <= 64'h00000000_00000000;
			regs[14] <= 64'h00000000_00000000;
			regs[15] <= 64'h00000000_00000000;
			regs[16] <= 64'h00000000_00000000;
			regs[17] <= 64'h00000000_00000000;
			regs[18] <= 64'h00000000_00000000;
			regs[19] <= 64'h00000000_00000000;
			regs[20] <= 64'h00000000_00000000;
			regs[21] <= 64'h00000000_00000000;
			regs[22] <= 64'h00000000_00000000;
			regs[23] <= 64'h00000000_00000000;
			regs[24] <= 64'h00000000_00000000;
			regs[25] <= 64'h00000000_00000000;
			regs[26] <= 64'h00000000_00000000;
			regs[27] <= 64'h00000000_00000000;
			regs[28] <= 64'h00000000_00000000;
			regs[29] <= 64'h00000000_00000000;
			regs[30] <= 64'h00000000_00000000;
			regs[31] <= 64'h00000000_00000000;
		end
		else 
		begin
			if ((w_ena == 1'b1) && (w_addr != 5'h00))	
				regs[w_addr] <= w_data;
		end
	end
	always @(*) begin
		if (rst == 1'b1)
			r_data1 = 64'h00000000_00000000;
		else if (r_ena1 == 1'b1)
			r_data1 = regs[r_addr1];
		else
			r_data1 = 64'h00000000_00000000;
	end
	always @(*) begin
		if (rst == 1'b1)
			r_data2 = 64'h00000000_00000000;
		else if (r_ena2 == 1'b1)
			r_data2 = regs[r_addr2];
		else
			r_data2 = 64'h00000000_00000000;
	end
endmodule
`timescale 1ns / 1ps
`timescale 1ns / 1ps
module rvcpu(
  input wire            clk,
  input wire            rst,
  input wire  [31 : 0]  inst,
  output wire [63 : 0]  inst_addr, 
  output wire           inst_ena
);
wire rs1_r_ena;
wire [4 : 0]rs1_r_addr;
wire rs2_r_ena;
wire [4 : 0]rs2_r_addr;
wire rd_w_ena;
wire [4 : 0]rd_w_addr;
wire [4 : 0]inst_type;
wire [7 : 0]inst_opcode;
wire [63 : 0]op1;
wire [63 : 0]op2;
wire [63 : 0] r_data1;
wire [63 : 0] r_data2;
wire [4 : 0]inst_type_o;
wire [63 : 0]rd_data;
if_stage If_stage(
  .clk(clk),
  .rst(rst),
  .inst_addr(inst_addr),
  .inst_ena(inst_ena)
);
id_stage Id_stage(
  .rst(rst),
  .inst(inst),
  .rs1_data(r_data1),
  .rs2_data(r_data2),
  .rs1_r_ena(rs1_r_ena),
  .rs1_r_addr(rs1_r_addr),
  .rs2_r_ena(rs2_r_ena),
  .rs2_r_addr(rs2_r_addr),
  .rd_w_ena(rd_w_ena),
  .rd_w_addr(rd_w_addr),
  .inst_type(inst_type),
  .inst_opcode(inst_opcode),
  .op1(op1),
  .op2(op2)
);
exe_stage Exe_stage(
  .rst(rst),
  .inst_type_i(inst_type),
  .inst_opcode(inst_opcode),
  .op1(op1),
  .op2(op2),
  .inst_type_o(inst_type_o),
  .rd_data(rd_data)
);
regfile Regfile(
  .clk(clk),
  .rst(rst),
  .w_addr(rd_w_addr),
  .w_data(rd_data),
  .w_ena(rd_w_ena),
  .r_addr1(rs1_r_addr),
  .r_data1(r_data1),
  .r_ena1(rs1_r_ena),
  .r_addr2(rs2_r_addr),
  .r_data2(r_data2),
  .r_ena2(rs2_r_ena)
);
endmodule
### run.sh
#!/bin/bash
# OpenROAD 26Q1-2900-gdf79404cd8, Yosys 0.63+post, stock flow scripts
make -C /OpenROAD-flow-scripts/flow DESIGN_CONFIG=/design/flow/config.mk WORK_HOME=/design/flow/orfs finish
### config.mk
export PLATFORM = sky130hd
export DESIGN_NAME = rvcpu
export DESIGN_NICKNAME = rvcpu
export VERILOG_FILES = /design/flow/design.v
export SDC_FILE = /design/flow/constraint.sdc
export NUM_CORES = 4
export LEC_CHECK = 1
export CORE_UTILIZATION = 50
### constraint.sdc
current_design rvcpu

set clk_period 8.6
set clk_io_pct 0.2

create_clock -name clk0 -period $clk_period [get_ports {clk}]

set non_clock_inputs [all_inputs -no_clocks]
set_input_delay [expr $clk_period * $clk_io_pct] -clock clk0 $non_clock_inputs
set_output_delay [expr $clk_period * $clk_io_pct] -clock clk0 [all_outputs]
==> CHANGELOG.md <==
## Flow update

- Switch share: 21.7%
- EDFF count, synth: 0
- Combinational Power Share: 1.9%
- Design Area, Final: between 3000 and 4000 µm²
- Post-CTS Setup Bufs: 0
- Final Hold Slack: between 0.4 and 0.5 ns
- Setup slack at placement: 3.98 ns
- Status: completed
- Crit path from: rst
- OpenROAD warning count: 58
- FP Util: 52.6%
- Top delay family on crit path: buffers and inverters
- Crit path launch type: input port
- Crit path DRT: 6.88 ns
- HPWL after DPL: about 4300 µm
- Die Span Y: 78.8 µm
- Worst EP arrival: between 2 and 3 ns
- Final period utilization: 53.3%
- Seq/Total Area, Yosys: 42.1%
- Ys flops: 62
- Power per standard cell area: between 100 and 150 nW/µm²
- Sequential share of power: between 50 and 60%
- Root Driver: clkbuf_8
- Hold Vio Cnt, Final: 0
- Fin crit period: approximately 4.6 ns
- Clock net sink count: 62
- Max cap viols: 0
- I/O pins: 99
- Vias in the first global route: 2209
- CTS H-tree depth: 3
- Switching Power: around 110 µW
- Die X: 78.8 µm
- Syn_area_per_cell: 8.51 µm²
- Final Slew Violations: 0
- Critical path's slowest cell: buf_4
- Largest Register: If_stage.pc
- Placed cell areas: 3620 µm²
- CTS tree: yes
- Worst min path class: flip-flop to flip-flop
- Via count: 2668
- Initial antenna violation count: 0
- Worst-Skew Late Latency: 0.33 ns
- DRT Wirelength: 6320 µm
- RSZ-0062 raised after global routing: false
- Detailed Routing Iterations Pass 1: 4
- Top FF cell, synth: dfxtp_1
- Routed WL per cell: 13.0 µm
- Fillers: 482
- Diode count: 0
- HP Start: If_stage.pc[61]$_SDFF_PP0_
- VDD IR-drop max: 112 µV
- CTS Hold Bufs: 0
- Area delta synth->final: 28.0%
- Max-Slew Margin vs Limit: a little under three fifths
- Global-route wire length before repair: about 10000 µm
- Number of cell rows: 27
- Violation count after the first detailed-route iteration: roughly 95
- Yosys warning tally: 3
- Port bufs: 64
- DRC errors left: 0
- LEAKAGE: 0.00124 µW
- Max Clk Rate: 218 MHz
- Final core utilization: 67.4%
- Vias per cell: 5.50
- Setup Viol. Count Final: 0
- CTS clk-pin slew, worst paths: roughly 0.06 ns
- Slowest cell delay on critical path: 0.50 ns
- Netlist Area Pre-Place: between 2000 and 3000 µm²
- Critical path cell sequence: buf_2 -> buf_4 -> inv_1 -> clkdlybuf4s50_1
- Max clock buf depth: 2
- Top flop regs: If_stage.pc x62
- Largest net degree at the start of global routing: roughly 62
- Synthesized instance count: 347
- Cell Type Count: 33
- CP Max Fanout: roughly 61
- Post-cts resize count: 0
- Global route overflow: 0
- PnR worst setup slack: 4.02 ns
- Final ANT Viol Nets: 0
- Worst Tran Pin Value: ~0.64 ns
- Crit path kind: input port to output pin
- Gpl congestion: 0.790
- Ys cells: 347
- Share of cells above drive strength 1: 6.54%
- Post-Route Setup TNS: 0 ns
- Reg-to-Reg Start: If_stage.pc[9]$_SDFF_PP0_
- TritonCTS buffer count: 9
- FFs w/ async S/R, synth: 0%
- Clock power share: 41.4%
- Cell internal pwr: 401 µW
- Total track usage: 21.1%
- Largest register FFs: 62
- Die Size: 6210 µm²
- CORE AREA: 5610 µm²
- Crit. End Element: output pin
- Clk_skew: between 0.003 and 0.004 ns
- Yosys Chip Area: 2950 µm²
- Crit path buffers/inverters: 4
layout by cell type, fill, tap and decap left out:
| master | netlist | final |
|---|---|---|
| or4_1 | 10 | 10 |
| nor2b_1 | 1 | 1 |
| nand4_2 | 2 | 2 |
| nor2_1 | 38 | 38 |
| o21ai_0 | 20 | 20 |
| nand3_1 | 22 | 22 |
| ha_1 | 1 | 1 |
| nand3_4 | 1 | 1 |
| nand3_2 | 2 | 2 |
| nand2_1 | 28 | 28 |
| or3_1 | 20 | 20 |
| nor3_1 | 3 | 3 |
| nor4_1 | 4 | 4 |
| nand4_1 | 17 | 17 |
| xnor2_1 | 9 | 9 |
| nand4_4 | 2 | 2 |
| dfxtp_1 | 62 | 62 |
| clkdlybuf4s50_1 | 0 | 63 |
| or2_2 | 1 | 1 |
| clkinv_2 | 0 | 2 |
| inv_1 | 9 | 9 |
| o31ai_1 | 10 | 10 |
| buf_4 | 2 | 2 |
| and4_1 | 3 | 3 |
| nand3b_1 | 1 | 1 |
| clkbuf_1 | 10 | 2 |
| and2_1 | 5 | 5 |
| conb_1 | 1 | 2 |
| xor2_1 | 21 | 21 |
| and3_1 | 5 | 5 |
| buf_2 | 2 | 1 |
| nor3_4 | 1 | 1 |
| a21oi_1 | 30 | 30 |
| clkbuf_8 | 0 | 10 |
| nor4_4 | 3 | 3 |
synth_stat cells, types with 4 or more instances:
| library cell | count | area [µm²] |
|---|---|---|
| dfxtp_1 | 62 | 1240 |
| inv_1 | 9 | 33.8 |
| nand4_1 | 17 | 106 |
| nand2_1 | 28 | 105 |
| nor4_1 | 4 | 25.0 |
| and2_1 | 5 | 31.3 |
| xor2_1 | 21 | 184 |
| nand3_1 | 22 | 110 |
| a21oi_1 | 30 | 150 |
| clkbuf_1 | 10 | 37.5 |
| and3_1 | 5 | 31.3 |
| o21ai_0 | 20 | 100 |
| or4_1 | 10 | 75.1 |
| or3_1 | 20 | 125 |
| o31ai_1 | 10 | 75.1 |
| nor2_1 | 38 | 143 |
| xnor2_1 | 9 | 78.8 |
kinds of logic (layout without fill, tap and decap cells):
group	after synthesis	count (layout)	share of synthesized area, %
adder cells (fa/ha/maj)	1	1	0.424
other	1	2	0.127
buffers and inverters	24	89	3.65
AND-OR/OR-AND	60	60	11.0
flip-flops	62	62	42.1
XOR/XNOR	30	30	8.90
AND/OR/NAND/NOR	169	169	33.8
power groups by stage:
stage     Sequential (µW)  Clock (µW)  Combinational, µW
5_1_grt               290         233               11.0
4_1_cts               290         219               9.91
6_report              290         212               9.74
worst paths after layout:
kind         slack, ns  cells past startpoint                    endpoint
max reg2reg       6.20                      5  If_stage.pc[63]$_SDFF_PP0_
min reg2reg       0.49                      2  If_stage.pc[61]$_SDFF_PP0_
max               4.02                      4                    inst_ena
min               0.49                      2  If_stage.pc[61]$_SDFF_PP0_
through the flow:
stage                     instances  total power, µW
after global routing            485              535
after detailed placement        471              306
after CTS                       485              519
final                           485              512
after global placement          471              306
after floorplan                 348              302
worst reg2reg max path, stage by stage, from the launching register on:
cell,delay (ns)
dfxtp_1,0.47
nand4_4,0.18
nor4_4,0.58
nand4_2,0.40
or4_1,0.56
a21oi_1,0.15
area by class of cell:
type	instances	area, µm²	share of cell area [%]
Clock buffer	12	145	3.84
Clock inverter	2	10.0	0.265
Inverter	9	33.8	0.894
Multi-Input combinational cell	262	1610	42.5
Sequential cell	62	1240	32.9
Tap cell	72	90.1	2.38
Timing Repair Buffer	66	651	17.2
per-layer routing:
metal	part of all wire, %	track usage (%)	up-vias
met1	50	32.9	1236
met3	5.3	4.90	5
met5	0	0	-
li1	-	-	1371
met2	43	32.2	56
met4	0.90	1.82	0
Power figures rest on the tool's default switching activity, not on a simulated workload.
